<file path="/design/flow/config.mk">
export PLATFORM = sky130hd
export DESIGN_NAME = cpu
export DESIGN_NICKNAME = cpu
export VERILOG_FILES = /design/flow/design.v
export SDC_FILE = /design/flow/constraint.sdc
export NUM_CORES = 4
export LEC_CHECK = 1
export CORE_UTILIZATION = 40
</file>
<file path="/design/flow/constraint.sdc">
current_design cpu

set clk_period 9.5
set clk_io_pct 0.2

create_clock -name clk0 -period $clk_period [get_ports {clk}]

set non_clock_inputs [all_inputs -no_clocks]
set_input_delay [expr $clk_period * $clk_io_pct] -clock clk0 $non_clock_inputs
set_output_delay [expr $clk_period * $clk_io_pct] -clock clk0 [all_outputs]
</file>
<file path="/design/flow/design.v">
`timescale 1ns / 1ps
module alu (input [7:0] b, a,
            input [3:0] opcode,
            output reg [7:0] y);
reg [7:0] o, an, n, x, add, sub, rsn;
always @* 
begin
    o   <= a | b;
    an  <= a & b;
    n   <= ~a;
    x   <= a ^ b;
    add <= a + b;
    sub <= a - b;
    rsn <= a >> b;
    case (opcode)
        4'h0  :   y    <= o;
        4'h1  :   y   <= an;
        4'h2  :   y   <= n;
        4'h3  :   y   <= x;
        4'h4  :   y   <= add;
        4'h5  :   y   <= sub;
        4'h6  : y      <= b;
        4'h7  : y <= rsn;
        default: y            <= 8'bZ;
    endcase
end
endmodule 
`timescale 1ns / 1ps
module control (input clk, reset, interrupt,
                input [7:0] datamem_data, datamem_address, regfile_out1,
                input [7:0] regfile_out2, alu_out, usermem_data_in,
                output reg [3:0] alu_opcode,
                output reg [7:0] regfile_data, usermem_data_out,
                output reg [1:0] regfile_read1, regfile_read2, regfile_writereg,
                output reg [7:0] usermem_address, pc_jmpaddr,
                output reg rw, regfile_regwrite, pc_jump, pc_freeze);
    parameter state0 = 3'h0;
    parameter state1 = 3'h1;
    parameter state2 = 3'h2;
    parameter state3 = 3'h3;
    parameter state4 = 3'h4;
    parameter state5 = 3'h5;
    parameter state6 = 3'h6;
    reg [2:0] stage;
    reg [7:0] instruction_c;
    reg [7:0] instruction;
    reg [7:0] sp;
    reg is_onecyc, is_alu;
    reg eq;
    always @(*) 
    begin
        instruction_c <= datamem_data;
        is_alu        <= (instruction_c[7:4] <= 4'h7);
        is_onecyc     <= (instruction_c[7:4] <= 4'hd);
        alu_opcode    <= instruction_c[7:4];
        regfile_read1 <= (stage == state0) ? instruction_c[3:2] : instruction[3:2];
        regfile_read2 <= (stage == state0) ? instruction_c[1:0] : instruction[1:0];
        regfile_writereg <= instruction[1:0];
        eq  <= (regfile_out1 == regfile_out2);
        pc_freeze <= (stage >= state4) ? 1 : 0;
    end
    always @(posedge clk) 
    begin
        regfile_regwrite = 0;
        if (interrupt == 1)
        begin
            pc_jump    <= 1;
            pc_jmpaddr <= 8'hfd;
            stage      <= state2;
        end
        else if (reset == 1)
        begin
            sp                                                             <= 0;
            {instruction, regfile_data, usermem_data_out, usermem_address} <= 8'b0;
            {rw, regfile_regwrite}                                         <= 1'b0;
            pc_jump                                                        <= 1;
            pc_jmpaddr                                                     <= 8'b0;
            stage                                                          <= state2;
        end
        else if (stage == state0)
        begin
            rw          <= 0;
            instruction <= datamem_data;
            if (is_alu)
            begin
                rw               <= 0;
                regfile_regwrite <= 1;
                regfile_data     <= alu_out;
                stage            <= state0;
            end
            else if (is_alu == 0) 
            begin
                case (instruction_c[7:4])
                    4'h9  :
                    begin
                        pc_jmpaddr       <= regfile_out2;
                        regfile_regwrite <= 0;
                        pc_jump          <= 1;
                        stage            <= state2;
                    end
                    4'ha  :
                    begin
                        rw               <= 1;
                        sp               <= sp + 1;
                        usermem_address  <= sp;
                        usermem_data_out <= datamem_address;
                        pc_jmpaddr       <= regfile_out2;
                        regfile_regwrite <= 0;
                        pc_jump          <= 1;
                        stage            <= state2;
                    end
                    4'hb  :
                    begin
                        if (instruction_c[3:0] == 4'h0) 
                        begin
                            pc_jump          <= 1;
                            sp               <= sp - 1;
                            usermem_address  <= sp;
                            regfile_regwrite <= 0;
                            stage            <= state4;
                        end
                        else if (instruction_c[3:0] == 4'h1) 
                        begin
                            regfile_regwrite <= 1;
                            regfile_data     <= sp;
                            stage            <= state0;
                        end
                        else if (instruction_c[3:0] == 4'h2) 
                        begin
                            sp               <= sp - 1;
                            usermem_address  <= sp;
                            regfile_regwrite <= 1;
                            regfile_regwrite <= 0;
                            stage            <= state6;
                        end
                        else if (instruction_c[3:0] == 4'h4) 
                        begin
                            regfile_regwrite <= 0;
                            sp               <= regfile_out1;
                            stage            <= state0;
                        end
                        else if (instruction_c[3:0] == 4'h8) 
                        begin
                            rw               <= 1;
                            sp               <= sp + 1;
                            usermem_address  <= sp + 1;
                            usermem_data_out <= regfile_out1;
                            stage            <= state0;
                        end
                    end
                    4'hc  :
                    begin
                        regfile_regwrite <= 0;
                        if (eq)
                        begin
                            stage <= state3;
                        end
                        else
                            stage <= state0;
                    end
                    4'hd  :
                    begin
                        regfile_regwrite <= 0;
                        if (eq == 0)
                        begin
                            stage <= state3;
                        end
                        else
                            stage <= state0;
                    end
                    default:  stage <= state1;
                endcase
            end
        end
        else if (stage == state1)
        begin
            case (instruction[7:4])
                4'h8  :
                begin
                    rw               <= 0;
                    regfile_regwrite <= 1;
                    regfile_data     <= datamem_data;
                    stage            <= state0;
                end
                4'he  :
                begin
                    rw               <= 1;
                    regfile_regwrite <= 0;
                    usermem_address  <= datamem_data;
                    usermem_data_out <= regfile_out1;
                    stage            <= state0;
                end
                4'hf  :
                begin
                    rw               <= 0;
                    usermem_address  <= datamem_data;
                    regfile_regwrite <= 1;
                    stage            <= state5;
                end
            endcase
        end
        else if (stage == state2)
        begin
            rw          <= 0;
            instruction <= datamem_data;
            pc_jump     <= 0;
            stage       <= state0;
        end
        else if (stage == state3)
        begin
            if (is_onecyc)
                stage <= state0;
            else
                stage <= state2;
        end
        else if (stage == state4)
        begin
            rw         <= 0;
            pc_jmpaddr <= usermem_data_in;
            stage      <= state2;
        end
        else if (stage == state5)
        begin
            instruction  <= datamem_data;
            regfile_data <= usermem_data_in;
            stage        <= state0;
        end
        else if (stage == state6)
        begin
            instruction  <= datamem_data;
            regfile_data <= usermem_data_in;
            stage        <= state0;
        end
    end
endmodule 
`timescale 1ns / 1ps
module cpu(input clk, reset, interrupt,
           input [7:0] datamem_data, usermem_data_in,
           output [7:0] datamem_address, usermem_address, usermem_data_out,
           output rw,
           output [7:0] v1, v2);
    wire [1:0] regfile_read1, regfile_read2, regfile_writereg;
    wire [7:0] pc_jumpaddr, regfile_data, regfile_out1, regfile_out2;
    wire [7:0] alu_out;
    wire [3:0] alu_opcode;
    pc pc0(clk, reset, pc_jump, pc_freeze, pc_jumpaddr, datamem_address);
    regfile reg0(regfile_read1, regfile_read2, regfile_writereg,
                regfile_data, clk,  regfile_regwrite,regfile_out1, 
                regfile_out2,v1,v2);
    alu alu0(regfile_out1, regfile_out2, alu_opcode, alu_out);
    control cntrl0(clk, reset, interrupt, datamem_data, datamem_address, regfile_out1, regfile_out2,
                   alu_out, usermem_data_in, alu_opcode, regfile_data, usermem_data_out, 
                   regfile_read1, regfile_read2, regfile_writereg, usermem_address,
                   pc_jumpaddr, rw, regfile_regwrite, pc_jump, pc_freeze);
endmodule
`timescale 1ns / 1ps
module pc(input clk, reset, jump, freeze,
          input [7:0] jmpaddr,
          output reg [7:0] data);
always @(posedge clk)
begin
    if (reset == 1)
    begin
        data <= 8'b0;
    end
    else if (reset == 0)
    begin
        if (jump == 1)
            data <= jmpaddr;
        else
            data <= freeze? data : data + 1;
    end
end
endmodule
`timescale 1ns / 1ps
module regfile (input [1:0] readreg1, readreg2, writereg,
                input [7:0] data,
                input clk, regwrite,
                output [7:0] read1, read2, v1, v2);
reg [7:0] registerfile [3:0];  
initial 
begin
    registerfile[2'd0] <= 8'b0;
    registerfile[2'd1] <= 8'b0;
    registerfile[2'd2] <= 8'b0;
    registerfile[2'd3] <= 8'b0;
end
always @(negedge clk)
begin
    if (regwrite == 1)
        registerfile[writereg] <= data;
end
assign read1 = (regwrite && readreg1 == writereg)? data: registerfile[readreg1];
assign read2 = (regwrite && readreg2 == writereg)? data: registerfile[readreg2];
assign v1    = registerfile[0];
assign v2    = registerfile[1];
endmodule
</file>
<file path="/design/flow/run.sh">
#!/bin/bash
# OpenROAD 26Q1-2900-gdf79404cd8, Yosys 0.63+post, stock flow scripts
make -C /OpenROAD-flow-scripts/flow DESIGN_CONFIG=/design/flow/config.mk WORK_HOME=/design/flow/orfs finish
</file>
==> impl_metrics.toml <==
# flow metrics
[logic_synthesis]
syn_area_per_cell_um2 = 9.205
ys_seq_share_pct = 37.79
netlist_area_mm2 = 0.007124
ys_ff = 98
top_area_share_pct = 30.77
top_cells_by_area = "edfxtp_1 31%, dfxtp_1 7.0%, nor2_1 5.3%, ha_1 4.9%, a21oi_1 4.4%"
synth_top_cell_by_count = "nor2_1"
yosys_warnings = 8
synthCells = 774
synth_cell_types = 71
postSynth.asyncResetShare_pct = 0
yosys_cells = 774
synth-edff-count = 73
yosys-top-cells-count = "100 x nor2_1, 73 x edfxtp_1, 62 x a21oi_1"
largest_area_cell = "edfxtp_1"
ff_type = "edfxtp_1"
synth_chip_area_mm2 = 0.007124

[finish]
drive_above_1_share_pct = 8.612
instances_no_fill = 1061
fillers = 1629
final_area_mm2 = 0.008264
synthToLayoutAreaGrowth_pct = 16.00

[placed_design]
place_inst = 1014
place_area_mm2 = 0.007851
gp_congestion = 0.9745
io_buffers = 59
place.detailed.hpwl_um = 16180

[setup_path]
required_ns = 9.59
worst_setup_path_end_kind = "register"
r2r_cells = 13
path_max_fanout = 5
path_class = "register to register"
arrival_ns = 8.91
cp-start-kind = "register"

[clock_network]
clock-sinks = 98
h-tree-depth = 3
numCtsBuffers = 9
postCtsSetupBuffers = 0
ctsResizeCount = 0
clk_pin_slew_worst_paths_ns = 0.07
insertion_delay_ns = 0.41
holdBufCountCts = 0
clockBufferDepth = 2
cts_tree = "done"
cts_root_buf = "clkbuf_16"

[timing]
drv_slew = 0
tns_ns = 0
maxSlewHeadroom_pct = 29.29
setup_viol = 0
fin_skew_ns = 0.06066
hold_viol_final = 0
rsz0062_at_grt = "no"
tightestPinTransition_ns = 1.057

[die]
core-area_mm2 = 0.01736
rows = 48
die_h_um = 135.5
fp_util_pct = 41.05
die_w_um = 135.5
io_pins = 60
dieArea_mm2 = 0.01835

[power_and_ir_drop]
p_total_mw = 1.197
powerDensity_mw_per_mm2 = 144.8
peakVddDrop_mv = 0.08351
leakage_nw = 3.059

[hold_path]
hold_depth = 2
worstHoldPathType = "register to register"

[global_route]
grt_pass1_vias = 6057
antenna_found_initial = 0
grt_first_pass_wirelength_um = 34420
grt_usage_pct = 25.91
grt_max_degree = 64
globalRouteOverflowTotal = 0

[route]
firstDrtPassIters = 7
diodes = 0
vias_per_cell = 5.972
drt_wl_total_um = 22200
routed-via-count = 6336
post_drt_wl_per_cell_um = 20.92
drc = 0
drt_iter0_drc = 570
antenna_left = 0

[run]
openroad.warnings = 72
max_cap_viol_count = 0

[run_status]
outcome = "finished clean"
-- cells in the final DEF (no fill, tap or decap), types with 13 or more instances in the layout --
master,n
edfxtp_1,73
nand3_1,18
dfxtp_1,24
a211oi_1,24
clkdlybuf4s50_1,58
mux2i_1,28
nor2_1,100
buf_4,13
a21oi_1,62
nor2b_1,16
ha_1,28
inv_1,62
nor3_1,27
xor2_1,16
nand2_1,47
o21ai_0,28
-- final cells by class --
| class | instances | area (um^2) | area share (%) |
|---|---|---|---|
| inverters | 34 | 130.1 | 1.575 |
| well taps | 225 | 281.5 | 3.407 |
| flip-flops and latches | 98 | 2694 | 32.60 |
| clock buffers | 10 | 250.2 | 3.028 |
| clock inverters | 38 | 166.4 | 2.014 |
| repair buffers | 72 | 683.2 | 8.266 |
| multi-input cells | 584 | 4059 | 49.11 |
-- path summary, 6_finish.rpt --
| path | start | endpoint | slack (ns) |
|---|---|---|---|
| worst max-delay path | reg0.registerfile[0][1]$_DFFE_NP_ | cntrl0.regfile_data[2]$_SDFFCE_PP0P_ | 0.68 |
| worst min-delay path | cntrl0.pc_jmpaddr[1]$_SDFFE_PN0P_ | pc0.data[1]$_SDFFE_PP0P_ | 0.51 |
| worst max register to register | reg0.registerfile[0][1]$_DFFE_NP_ | cntrl0.regfile_data[2]$_SDFFCE_PP0P_ | 0.68 |
| worst min register to register | cntrl0.pc_jmpaddr[1]$_SDFFE_PN0P_ | pc0.data[1]$_SDFFE_PP0P_ | 0.51 |
-- per-layer routing --
metal	global-route usage (%)	routed length (um)	up-vias
met5	0.5556	0	-
met4	6.242	566	0
met3	9.622	2320	37
met2	37.83	9824	300
met1	37.67	9486	2972
li1	-	-	3027
-- cell families after synthesis --
group | after synthesis | share of synthesized area [%]
AOI/OAI and AO/OA | 210 | 20.28
xor gates and xnor gates | 26 | 3.196
adders and majority gates | 28 | 4.918
buffers and inverters | 92 | 5.234
DFF | 98 | 37.79
muxes | 55 | 10.66
and+or+nand+nor | 265 | 17.91
-- power by group --
group | internal [mW] | switching [mW] | total (mW) | leakage (nW)
clock | 0.213 | 0.203 | 0.416 | 0.314
sequential | 0.480 | 0.0217 | 0.502 | 0.893
combinational | 0.111 | 0.167 | 0.278 | 1.85
total | 0.804 | 0.392 | 1.20 | 3.06
-- critical path, cell delays in order (launching register included) --
cell and delay (ns):
edfxtp_1 0.39, mux4_2 0.47, mux2i_1 0.56, inv_1 0.18, ha_1 0.36, inv_1 0.05, ha_1 0.21, o31ai_1 0.25
xnor2_1 0.15, a211oi_1 0.09, or4_1 0.51, a221oi_1 0.32, a211o_1 0.18, a31oi_1 0.04
-- flip-flops by register name, summed over array words and instances, names as in the netlist, 7 cells and up --
signal / flops
cntrl0.stage: 7
cntrl0.pc_jmpaddr: 8
cntrl0.instruction: 8
cntrl0.regfile_data: 8
reg0.registerfile: 32
cntrl0.sp: 8
pc0.data: 8
cntrl0.usermem_address: 8
cntrl0.usermem_data_out: 8
-- metrics by stage --
step / util, % / setup slack (ns) / hold WS, ns
detailed placement: 45.24 / 0.7647 / 0.4895
finish: 47.61 / 0.6844 / 0.5084
global placement: 45.24 / 0.7923 / 0.4794
CTS: 47.61 / 0.7215 / 0.5089
global route: 47.61 / 0.3844 / 0.5408
floorplan: - / 1.245 / 0.4547
Power figures rest on the tool's default switching activity, not on a simulated workload.
