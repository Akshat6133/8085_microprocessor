## flow/design.v

```verilog
`timescale 1ns / 1ps
module clkDiv(input clk_in,
              input reset,
              output reg clk_out,
              output reg [7:0] value1,
              output reg [7:0] value2);
    reg [32:0] count;
    always @(posedge clk_in) 
    begin
        if (reset == 1)
        begin
            count <= 0;
        end 
        else 
        begin
            count <= count + 1;
            if (count == 300000000)
            begin
                count   <= 0;
                clk_out <= !clk_out;
            end
        end
    end
endmodule
`timescale 1ns / 1ps
module main(input clk,
            input reset,
            input interrupt,
            output [7:0] idata,
            output [7:0] datamem_address,
            output [3:0] anode,
            output [6:0] data);
    wire clk, clk_out, reset, interrupt, rw;
    wire [7:0] datamem_data, usermem_data_in, usermem_data_out, datamem_address, usermem_address, idata;
    wire [7:0] value1, value2;
    sram sram0(reset, datamem_address, i_data);
    seven_seg seven_seg0(clk, value2, value1, anode,data);
    clkDiv clkDiv0(clk, reset, clk_out);
endmodule
`timescale 1ns / 1ps
module seven_seg(input clock_100Mhz,               
                 input [7:0] b,
                 input [7:0] a,
                 output reg [3:0] Anode_Activate,  
                 output reg [6:0] LED_out);
    reg [3:0] LED_BCD;
    reg [1:0] count      = 0;
    reg [10:0] mycounter = 0;
    always@(posedge clock_100Mhz)
    begin
        if (mycounter == 0)
        begin
            if (count == 0)
            begin
                LED_BCD        = a[7:4];
                Anode_Activate = 4'b0111;
            end
            else if (count == 1)
            begin
                LED_BCD        = a[3:0];
                Anode_Activate = 4'b1011;
            end
            else if (count == 2)
            begin
                LED_BCD        = b[7:4];
                Anode_Activate = 4'b1101;
            end
            else
            begin
                LED_BCD        = b[3:0];
                Anode_Activate = 4'b1110;
            end
            count = count + 1;
        end
        mycounter = mycounter + 1;
    end
    always @(*)
    begin
        case(LED_BCD)
            4'b0000: LED_out = 7'b0000001;  
            4'b0001: LED_out = 7'b1001111;  
            4'b0010: LED_out = 7'b0010010;  
            4'b0011: LED_out = 7'b0000110;  
            4'b0100: LED_out = 7'b1001100;  
            4'b0101: LED_out = 7'b0100100;  
            4'b0110: LED_out = 7'b0100000;  
            4'b0111: LED_out = 7'b0001111;  
            4'b1000: LED_out = 7'b0000000;  
            4'b1001: LED_out = 7'b0000100;  
            4'b1010: LED_out = 7'b0001000;  
            4'b1011: LED_out = 7'b1100000;  
            4'b1100: LED_out = 7'b0110001;  
            4'b1101: LED_out = 7'b1000010;  
            4'b1110: LED_out = 7'b0110000;  
            default: LED_out = 7'b0111000;  
        endcase
    end
endmodule
`timescale 1ns / 1ps
module sram(input wire reset,
            output wire [7:0] mem_address,
            output [7:0] o_data);
    reg [7:0] memory_array [0:255];
    always @(posedge reset)
    begin
        memory_array[2]  = 8'h80;
        memory_array[3]  = 8'h01;
        memory_array[4]  = 8'h81;
        memory_array[5]  = 8'h01;
        memory_array[6]  = 8'h82;
        memory_array[7]  = 8'h08;
        memory_array[8]  = 8'h41;
        memory_array[9]  = 8'h44;
        memory_array[10] = 8'h92;
    end
    assign o_data = memory_array[mem_address];
endmodule
```

## flow/run.sh

```bash
#!/bin/bash
# OpenROAD 26Q1-2900-gdf79404cd8, Yosys 0.63+post, stock flow scripts
make -C /OpenROAD-flow-scripts/flow DESIGN_CONFIG=/design/flow/config.mk WORK_HOME=/design/flow/orfs finish
```

## flow/config.mk

```make
export PLATFORM = sky130hd
export DESIGN_NAME = main
export DESIGN_NICKNAME = main
export VERILOG_FILES = /design/flow/design.v
export SDC_FILE = /design/flow/constraint.sdc
export NUM_CORES = 4
export LEC_CHECK = 1
export CORE_AREA = 10 10 71 71
export DIE_AREA = 0 0 81 81
```

## flow/constraint.sdc

```tcl
current_design main

set clk_period 1.6
set clk_io_pct 0.2

create_clock -name clk0 -period $clk_period [get_ports {clk}]

set non_clock_inputs [all_inputs -no_clocks]
set_input_delay [expr $clk_period * $clk_io_pct] -clock clk0 $non_clock_inputs
set_output_delay [expr $clk_period * $clk_io_pct] -clock clk0 [all_outputs]
```

==> Changelog: implementation <==
### Physical design

- Status: finished, final reports clean
- GRT Total Usage: 0.0349
- CP bufs+invs: 1
- CP Capture Type: output pin
- Die Span Y: between 80 and 90 um
- Synth unique cells: 19
- Fin crit period: roughly 1.4 ns
- DR WL/cell: roughly 8.7 um
- Mapped Avg Cell Area: 10.6 um^2
- Largest net degree at the start of global routing: 10
- Fraction of layout cells with a size suffix above 1: 0.0575
- Synth flops: 17
- Worst min path class: reg -> reg
- Post-DRT Antenna Nets: 0
- Critical path, cell by cell: clkdlybuf4s50_1
- # Max-Cap Violations: 0
- Post-Synthesis Cells: slightly above 80
- Final Instance Count excl. Fillers: roughly 140
- # DRC: 0
- Crit path largest cell delay: 0.46 ns
- IO Port Bufs: 4
- CTS max path bufs: 2
- Yosys stat cell total: approximately 81
- Most frequent logic cell in the layout: conb_1
- Core ar.: 3630 um^2
- Max-slew violations: 0
- Critical path class: reg -> out
- TritonCTS sink count: 17
- Post-synth seq share: 0.468
- Most numerous logic cells after layout: conb_1, dfxtp_1, edfxtp_1
- Dominant cell area share: 0.257
- Main area contributors: dfxtp_1, edfxtp_1, buf_4
- Detailed Place HPWL: ~950 um
- Hold-fix buffers, CTS: 0
- Setup violations, final: 0
- CTS tree: done
- Static leakage: 0.397 nW
- I/O pin total: 30
- CP startpoint kind: register
- Area growth syn-to-layout: 5.99%
- Arr. time, crit path: between 1 and 1.5 ns
- Routed via count: 458
- Clk ins delay skew pair: between 0.2 and 0.25 ns
- YS chip area: about 860 um^2
- Vias in the first global route: 413
- Cell Rows: 22
- ANT cells: 0
- 1st-pass router iterations: 3
- Initial antenna violation count: 0
- VDD IR max: 220 uV
- Routability cong.: between 0.7 and 0.8
- Area leader, netlist: dfxtp_1
- Total negative slack: 0 ns
- Drt via density: 3.39
- DIE AREA: 6560 um^2
- Syn. warnings: 38
- Final cycle utilization of the critical path: 0.844
- CP required: roughly 1.3 ns
- Postcts setup bufs: 0
- RSZ-0062 raised after global routing: false
- P per Cell Area: 829 nW/um^2
- CTS clk-pin slew, worst paths: roughly 0.06 ns
- Post-CTS sizing: 0
- Drt first-iter violations: 6
- Total gr overflow: 0
- Max Fclk: 741 MHz
- Die W: a little over 80 um
- Placed Instances: 131
- Final WL: around 1200 um
- # H-tree levels: 1
- Flop2flop setup slack: around 0.26 ns
- Cts bufs inserted: 3
- OpenROAD warning count: 30
- Global-route wire length before repair: between 1500 and 2000 um
- Clock skew: between 0.0009 and 0.001 ns
- Cell family with the largest share of critical-path delay: buffers and inverters
- Crit-path max FO: 1
- CP max stage cell: clkdlybuf4s50_1
- Final hold viol count: 0
- Fp util: 0.236
- Clock Tree Root: clkbuf_8
- Post-Synthesis Cell Area: around 860 um^2
cell usage after synthesis (all sizes together):
master and number:
or3 1, xnor2 5, nor4 2, conb 2, nor3 2, and4b 1, and3 1, edfxtp 6
nor2 2, and4 1, ha 5, nand4 3, buf 23, inv 5, nand3 2, xor2 4
dfxtp 11, nand2 5
logic make-up (layout without fill, tap and decap cells):
| group | after synthesis | count (layout) | share of synthesized area |
|---|---|---|---|
| fa+ha+maj | 5 | 5 | 0.0731 |
| flops | 17 | 17 | 0.468 |
| other cells | 2 | 23 | 0.00878 |
| buf+inv | 28 | 13 | 0.224 |
| xor+xnor | 9 | 9 | 0.0921 |
| simple gates | 20 | 20 | 0.135 |
final cells by class:
type,count,area (um^2)
clock buffers,4,45.0
fillers,391,2730
inverters,5,18.8
multi-input cells,57,343
flip-flops and latches,17,400
well taps,48,60.1
repair buffers,4,40.0
where the power goes:
part / internal [W] / leakage (nW) / switching (W) / total (W)
combinational: 0 / 0.216 / 0.00000302 / 0.00000302
clock: 0.000176 / 0.0228 / 0.000128 / 0.000305
sequential: 0.000444 / 0.158 / 0 / 0.000444
layer usage:
layer  track usage  wire length, um
met1        0.0479              543
met2        0.0486              516
met3        0.0189              105
met4       0.00519                4
met5             0                0
per-stage QoR:
stage	power (W)	setup slack (ns)	util	hold WS [ns]	cell area [um^2]
4_1_cts	0.000766	0.232	0.250	0.446	907
5_1_grt	0.000791	0.148	0.250	0.471	907
6_report	0.000752	0.250	0.250	0.441	907
2_1_floorplan	0.000493	0.382	-	0.402	935
3_3_place_gp	0.000460	0.243	0.237	0.418	862
3_5_place_dp	0.000458	0.272	0.237	0.427	862
worst paths after layout:
check	from	endpoint	cells after the start
min reg2reg	seven_seg0.mycounter[0]$_DFF_P_	seven_seg0.mycounter[0]$_DFF_P_	1
max reg2reg	seven_seg0.mycounter[5]$_DFF_P_	seven_seg0.count[1]$_DFFE_PN_	2
max	seven_seg0.Anode_Activate[1]$_SDFFCE_PP1N_	anode[1]	1
min	seven_seg0.mycounter[0]$_DFF_P_	seven_seg0.mycounter[0]$_DFF_P_	1
sequential cells by signal, indices dropped and copies added (netlist names):
signal,count
seven_seg0.mycounter,11
seven_seg0.count,2
seven_seg0.Anode_Activate,4
Power figures rest on the tool's default switching activity, not on a simulated workload.
